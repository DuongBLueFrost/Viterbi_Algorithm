==> design.v <==
module Max_posibility (clk, P0, P1, P2, P3, P4, P5, P6, P7, P8, P9, P10, enable, RW_Max_posibility, reset,
                        new_pre_addr, max_index, last_POS, max_pos);
    parameter word_num = 16;
    parameter word_num_bit = 4;
    parameter p_size = 32;
    parameter POS_num = 11;
    parameter POS_num_bit = 4;
  input [p_size-1:0] P0, P1, P2, P3, P4, P5, P6, P7, P8, P9, P10;
  input enable, RW_Max_posibility, clk, reset;
  output [POS_num - 1:0] new_pre_addr;
  output [POS_num_bit - 1:0] max_index;
  output reg [POS_num_bit - 1:0] last_POS;
  output [p_size - 1:0] max_pos;
  wire [p_size-1:0] m1_A, m2_B, m3_A, m4_A, m5_B, m6_B, m7_A, m8_A, m9_B;
  wire [POS_num_bit - 1:0] m1_index_A, m2_index_B, m3_index_A, m4_index_A, m5_index_B, m6_index_B, m7_index_A, m8_index_A, m9_index_B;
  max_and_index m1 (.enable(enable), .A(P0), .B(P1), .index_A(4'd0), .index_B(4'd1), .max_pos(m1_A), .index_of_max(m1_index_A));  
  max_and_index m2 (.enable(enable), .A(P2), .B(P3), .index_A(4'd2), .index_B(4'd3), .max_pos(m2_B), .index_of_max(m2_index_B));  
  max_and_index m3 (.enable(enable), .A(m1_A), .B(m2_B), .index_A(m1_index_A), .index_B(m2_index_B), .max_pos(m3_A), .index_of_max(m3_index_A));
  max_and_index m4 (.enable(enable), .A(P4), .B(P5), .index_A(4'd4), .index_B(4'd5), .max_pos(m4_A), .index_of_max(m4_index_A));  
  max_and_index m5 (.enable(enable), .A(P6), .B(P7), .index_A(4'd6), .index_B(4'd7), .max_pos(m5_B), .index_of_max(m5_index_B));  
  max_and_index m6 (.enable(enable), .A(m4_A), .B(m5_B), .index_A(m4_index_A), .index_B(m5_index_B), .max_pos(m6_B), .index_of_max(m6_index_B));
  max_and_index m7 (.enable(enable), .A(m3_A), .B(m6_B), .index_A(m3_index_A), .index_B(m6_index_B), .max_pos(m7_A), .index_of_max(m7_index_A));
  max_and_index m8 (.enable(enable), .A(P8), .B(P9), .index_A(4'd8), .index_B(4'd9), .max_pos(m8_A), .index_of_max(m8_index_A));  
  max_and_index m9 (.enable(enable), .A(m8_A), .B(P10), .index_A(m8_index_A), .index_B(4'd10), .max_pos(m9_B), .index_of_max(m9_index_B));
  max_and_index m10 (.enable(enable), .A(m7_A), .B(m9_B), .index_A(m7_index_A), .index_B(m9_index_B), .max_pos(max_pos), .index_of_max(max_index));
  decode_4to11 d1 (.in(max_index), .out(new_pre_addr));
always @(reset) begin
    if(!reset) 
        last_POS <= 0;
end
always @(posedge clk) begin
    if(RW_Max_posibility)
        last_POS <= max_index;
end
endmodule
module decode_4to11 (in, out);
  input [3:0] in;
  output reg [10:0] out;
  always @(*) begin
    case(in)
      4'd0: out = 11'd1;
      4'd1: out = 11'd2;
      4'd2: out = 11'd4;
      4'd3: out = 11'd8;
      4'd4: out = 11'd16;
      4'd5: out = 11'd32;
      4'd6: out = 11'd64;
      4'd7: out = 11'd128;
      4'd8: out = 11'd256;
      4'd9: out = 11'd512;
      4'd10: out = 11'd1024;
    endcase
  end
endmodule
module max_and_index(A, B,
  index_A, index_B,
  enable,
  max_pos,
  index_of_max); 
    parameter p_size = 32;
    parameter POS_num_bit = 4;
  input [p_size-1:0] A, B;
  input [POS_num_bit-1:0] index_A, index_B;
  input enable;
  output [p_size-1:0] max_pos;
  output [POS_num_bit-1:0] index_of_max;
  wire select;
  max_pos m1 (.enable(enable), .A(A), .B(B), .MAX(select));
  assign max_pos = select ? B : A;
  assign index_of_max = select ? index_B : index_A;
endmodule
module max_pos (enable, A, B, MAX);
  parameter size = 32;
  input [size-1:0] A, B;
  input enable;
  output reg MAX;
  reg [8:0]  MAX_E;
  reg [23:0] MAX_M;
  always @(*) begin
    if (enable) begin
      MAX_E = A[30:23] - B[30:23]; 
      if (MAX_E != 0) begin
        if (MAX_E[8] == 0)
          MAX = 0;
        else
          MAX = 1;
      end
      else begin
        MAX_M = A[22:0] - B[22:0];
        if (MAX_M != 0) begin
          if (MAX_M[23] == 0)
            MAX = 0;
          else
            MAX = 1;
        end
        else  
          MAX = 0;   
        end
      end   
  end
endmodule 
==> run.sh <==
#!/bin/bash
# OpenROAD 26Q1-2900-gdf79404cd8, Yosys 0.63+post, stock flow scripts
make -C /OpenROAD-flow-scripts/flow DESIGN_CONFIG=/design/flow/config.mk WORK_HOME=/design/flow/orfs finish
==> config.mk <==
export PLATFORM = sky130hd
export DESIGN_NAME = Max_posibility
export DESIGN_NICKNAME = Max_posibility
export VERILOG_FILES = /design/flow/design.v
export SDC_FILE = /design/flow/constraint.sdc
export NUM_CORES = 4
export LEC_CHECK = 1
export CORE_AREA = 10 10 246 246
export DIE_AREA = 0 0 256 256
==> constraint.sdc <==
current_design Max_posibility

set clk_period 2.8
set clk_io_pct 0.2

create_clock -name clk0 -period $clk_period [get_ports {clk}]

set non_clock_inputs [all_inputs -no_clocks]
set_input_delay [expr $clk_period * $clk_io_pct] -clock clk0 $non_clock_inputs
set_output_delay [expr $clk_period * $clk_io_pct] -clock clk0 [all_outputs]
==> impl_metrics.env <==
# source this file to load flow results
export IMPL_final_comb_area_um2=11700
export IMPL_end_kind="output port"
export IMPL_power_leakage_nw=10.35
export IMPL_startpoint_type="primary input"
export IMPL_row_count=86
export IMPL_simple_gate_area_frac=0.1482
export IMPL_antenna_found_initial=8
export IMPL_period_used=1.069
export IMPL_drt_first_pass_iters=4
export IMPL_grt_pass1_vias=14300
export IMPL_untimed_endpoints=36
export IMPL_slowest_stage="clkdlybuf4s50_1"
export IMPL_io_pins=407
export IMPL_dp_hpwl_um=51430
export IMPL_vias_per_cell=4.504
export IMPL_regArea_um2=315.3
export IMPL_cpLargestDelayFamily="buffers and inverters"
export IMPL_unclocked_regs=21
export IMPL_setup_slack_ps=-192.1
export IMPL_area_growth_pct=63.12
export IMPL_ctsHoldBuffers=0
export IMPL_port_buffers=400
export IMPL_ys_area_um2=12620
export IMPL_initCoreUtil=0.2291
export IMPL_drv_cap=0
export IMPL_rsz0062_at_grt="true"
export IMPL_aoi_share=0.2134
export IMPL_ant_nets=0
export IMPL_ir_drop_v=0.0001143
export IMPL_largest_register_ff_count=11
export IMPL_avgSynthCellArea_um2=7.342
export IMPL_die_y_um=256
export IMPL_synth_flops=21
export IMPL_cp_common_cell="clkdlybuf4s50_1"
export IMPL_min_period_ps=2992
export IMPL_post_place_ws_ps=-873.9
export IMPL_yosysCellCount=1719
export IMPL_crit_chain="clkdlybuf4s50_1, nor2b_1, a211oi_1, buf_4, a211oi_4, a211oi_2, a21oi_1, clkdlybuf4s50_1"
export IMPL_path_max_fanout=1
export IMPL_utilization=0.3737
export IMPL_netlist_cell_type_count=59
export IMPL_logic_family="adder cells"
export IMPL_path_buffers=3
export IMPL_cp_data_arrival_time_ps=2430
export IMPL_cp_required_ps=2240
export IMPL_grt_usage=0.1685
export IMPL_finalSetupViolations=12
export IMPL_fin_setup_tns_ps=-965.1
export IMPL_drtIter0Drc=427
export IMPL_yosysWarnings=11
export IMPL_grt_pass1_wl_um=84840
export IMPL_synth_cells=1719
export IMPL_layout_drive_gt1_share=0.2283
export IMPL_grt_overflow=0
export IMPL_coreArea_um2=55090
export IMPL_place_gp_congestion=0.9656
export IMPL_design_area_um2=20590
export IMPL_outcome="finished, violations left"
export IMPL_synthXorXnorAreaFrac=0.02290
export IMPL_dieArea_um2=65540
export IMPL_hp_class="primary input to output port"
export IMPL_tightest_slew_ps=831.2
export IMPL_die_width_um=256
export IMPL_ys_flop_type="dlxtn_1"
export IMPL_ys_sh_adder=0.3232
export IMPL_fillers=5617
export IMPL_drc=0
export IMPL_mux_share=0.1734
export IMPL_slew_headroom=0.4441
export IMPL_fmax_mhz=334.2
export IMPL_hold_ws_ps=1969
export IMPL_violations="negative setup slack"
export IMPL_crit_type="primary input to output port"
export IMPL_netlist_area_um2=12620
export IMPL_finalHoldViolations=0
export IMPL_synthArstFlopShare=0
export IMPL_place_area_um2=20010
export IMPL_tool_warnings=42
export IMPL_finalWirelength_um=56220
export IMPL_edf_count=0
export IMPL_grt_max_degree=68
export IMPL_report_final_slew_viol_count=0
export IMPL_max_stage_delay_ps=480
export IMPL_vias=14330
export IMPL_wl_per_cell_um=17.67
export IMPL_powerDensity_nw_per_um2=232.2
==> through the flow <==
stage	power (W)	cells
2_1_floorplan	0.002338	1733
3_3_place_gp	0.004609	3178
3_5_place_dp	0.004652	3178
4_1_cts	0.004757	3182
5_1_grt	0.005350	3182
6_report	0.004780	3182
==> logic make-up after synthesis <==
kind of cell,after synthesis
compound gates,451
xor+xnor,33
fa+ha+maj,320
buf+inv,305
latches,21
mux,208
other cells,1
simple gates,380
==> cells in the mapped netlist, types with 11 or more instances <==
library cell,count,area share
nor2_1,103,0.031
dlxtn_1,11,0.013
nor4_1,11,0.0055
a211oi_1,18,0.011
nor2b_1,33,0.016
nor3_1,24,0.0095
inv_1,250,0.074
nand4_1,27,0.013
nand2_1,94,0.028
ha_1,310,0.31
a21o_1,22,0.013
o21ai_0,163,0.065
mux2i_1,123,0.098
buf_2,14,0.0056
o21a_1,41,0.024
clkbuf_1,22,0.0065
mux2_2,85,0.076
xnor2_1,24,0.017
nand2b_1,22,0.011
buf_1,13,0.0039
nand3_1,23,0.0091
a21oi_1,127,0.050
==> cells in the final DEF, fill, tap and decap left out, drive strengths merged, types with 23 or more instances in the layout <==
cell type,instances
mux2i,123
nor2,105
dlygate4sd2,23
nand2,94
dlymetal6s2s,37
nor2b,33
nand3,23
o21ai,166
inv,251
o21a,41
a21oi,127
mux2,85
clkdlybuf4s50,325
ha,310
buf,356
nand4,27
nor3,24
xnor2,24
==> report_power, final <==
part	leakage (nW)	internal (W)	switching (W)
logic	10.2	0.00249	0.00223
registers	0.165	0.0000380	0.0000194
clock network	0.0000190	0.000000000144	0
total	10.3	0.00253	0.00225
==> path summary, 6_finish.rpt <==
kind | startpoint | end | slack, ps | cells past startpoint
min | P10[5] | max_pos[5] | 1970 | 4
max | P0[31] | max_pos[31] | -190 | 8
==> metal layers <==
| layer | share of wire | wire length, um | up-vias | global-route usage |
|---|---|---|---|---|
| li1 | - | - | 7567 | - |
| met1 | 0.47 | 26540 | 6418 | 0.2267 |
| met2 | 0.47 | 26430 | 311 | 0.2901 |
| met3 | 0.045 | 2534 | 29 | 0.02619 |
| met4 | 0.012 | 649 | 8 | 0.01521 |
| met5 | 0.0011 | 64 | - | 0 |
==> area by class of cell <==
cell class,instances,area share
inverter,251,0.04576
multi-input combinational,1407,0.5685
timing repair buffer,752,0.3246
antenna,3,0.0003647
sequential,21,0.01532
tap,748,0.04546
==> timing repair <==
item,CTS,global route
pin swaps,2,2
gates resized,136,139
gates cloned,0,0
setup endpoints to repair,32,32
setup buffers,4,4
No activity file was given, so power comes from the tool's default toggle rates.
